==> /design/flow/design.v <==
module avoid_latch(
input wire in1,
input wire in2,
input wire in3,
output reg[7:0] out
);
always @(*) 
    if ({in1,in2,in3}==3'b000)
    out=8'b0000_0001; 
    else if({in1,in2,in3}==3'b001)
    out=8'b0000_0010;
    else if({in1,in2,in3}==3'b010)
    out=8'b0000_0100;
    else if({in1,in2,in3}==3'b011)
    out=8'b0000_1000;
    else if({in1,in2,in3}==3'b100)
    out=8'b0001_0000;
    else if({in1,in2,in3}==3'b101)
    out=8'b0010_0000;
    else if({in1,in2,in3}==3'b110)
    out=8'b0100_0000;
    else if({in1,in2,in3}==3'b111)
    out=8'b1000_0000;
endmodule
==> /design/flow/run.sh <==
#!/bin/bash
# OpenROAD 26Q1-2900-gdf79404cd8, Yosys 0.63+post, stock flow scripts
make -C /OpenROAD-flow-scripts/flow DESIGN_CONFIG=/design/flow/config.mk WORK_HOME=/design/flow/orfs finish
==> /design/flow/config.mk <==
export PLATFORM = sky130hd
export DESIGN_NAME = avoid_latch
export DESIGN_NICKNAME = avoid_latch
export VERILOG_FILES = /design/flow/design.v
export SDC_FILE = /design/flow/constraint.sdc
export NUM_CORES = 4
export LEC_CHECK = 1
export CORE_AREA = 10 10 70 70
export DIE_AREA = 0 0 80 80
==> /design/flow/constraint.sdc <==
current_design avoid_latch

set clk_period 1.6
set clk_io_pct 0.2

create_clock -name clk0 -period $clk_period

set non_clock_inputs [all_inputs -no_clocks]
set_input_delay [expr $clk_period * $clk_io_pct] -clock clk0 $non_clock_inputs
set_output_delay [expr $clk_period * $clk_io_pct] -clock clk0 [all_outputs]
==> results.cfg <==
; physical design summary
[grt]
grt_pass1_wl_microns = 862
grt_pass1_vias = 186
grt_overflow_total = 0
antenna_found_initial = 0
grt.total_usage_pct = 1.57
grt_max_degree = 9

[place]
numPortBuffers = 11
dp_slack_ns = -0.694
gp_congestion = 0.694

[finish]
drive_gt1_share_pct = 31.4
largest_reg_flops = 8
comb_area_sq_um = 119
syn2layout_area_growth_pct = 121
lay_top_cells = 8 x dlxtn_1, 8 x conb_1, 8 x dlygate4sd2_1
regArea_sq_um = 120
n_fill_cell = 403

[final_timing]
slew_violations = 0
fmax_mhz = 673
min_period_ns = 1.49
untimed_endpoints = 8
setup_ws_ns = 0.115
unclocked_pins = 8
setup_viol = 0
hold_viol_final = 0
rsz0062_at_grt = false
finalClockPeriodUsage_pct = 92.8

[worst_setup_path]
cp-end-kind = output port
critPathRequiredTime_ns = 1.28
crit_type = input pin to output port
start_kind = input pin
crit_fanout = 8
arrival_ns = 1.17

[routing]
first_pass_iters = 2
antenna_cells_inserted = 0
drc = 0
top_layer_used = met3
viasPerCell = 1.91
first_iter_violations = 2
drtAntennaViolNets = 0
vias = 155
drt-total-wl_microns = 501
wl_per_cell_microns = 6.19
wl_met2_microns = 112
wl_met3_microns = 124
m1WireLength_microns = 265

[power_and_ir_drop]
seqPwrFrac_pct = 26.4
power.internal_w = 0.0000359
p_per_area_nw_per_um2 = 122
p_leak_nw = 0.207
p_sw_w = 0.0000149
ir_worst_vdd_uv = 94.9
combPwrFrac_pct = 73.6
pwr-share-clk_pct = 0
sw_frac_of_total_pct = 29.3

[yosys]
yosysWarnings = 1
synthesis.area_sq_um = 189
yosys.area.top_type_share_pct = 63.6
post_synth_num_cell_types = 6
synth_chip_area_sq_um = 189
synth_flops = 8
top_cells_by_area = dlxtn_1 64%, and3b_2 16%, nor3b_1 12%
synth_area_per_cell_sq_um = 11.1
yosys_cells = 17
syn_inst = 17
yosysTopAreaCell = dlxtn_1

[die]
die_h_microns = 80
pin_count = 11
die_area_sq_um = 6400
die_w_microns = 80
core_sq_um = 3420
rows = 21
core_util_floorplan_pct = 5.53

[clock_tree]
cts_setup_buffers = 0
ctsHoldBuffers = 0

[job]
tool_warnings = 32
maxCapViolCount = 0

[run_status]
status = finished clean
==> Yosys cell counts, drive strengths merged <==
cell type and n:
and3b 3, nor3b 3, dlxtn 8, nor3 1, conb 1, and3 1
==> area by class of cell <==
cell class	instances	area share [%]
sequential	8	28.8
timing repair buffer	11	28.8
multi-input combinational	16	28.5
tap	46	13.8
==> worst max-delay path: stages <==
cell and delay, ns:
buf_8 0.11, and3b_2 0.22, dlxtn_1 0.32, dlygate4sd2_1 0.20
==> cell families after synthesis <==
kind of cell,share of synthesized area [%]
simple gates,34.4
latches,63.6
other cells,1.98
==> power by group through the flow <==
stage | Clock [W] | Combinational [W] | Sequential (W)
CTS | 0 | 0.0000377 | 0.0000134
global route | 0 | 0.0000424 | 0.0000138
finish | 0 | 0.0000373 | 0.0000134
==> what timing repair did <==
item | 4_1_cts | 5_1_grt
resized | 37 | 0
endpoints found under the hold margin | 0 | 0
setup endpoints to repair | 8 | 0
==> worst max path at each step <==
stage | from | endpoint | slack, ns
final | in2 | out[5] | 0.11
after global routing | in1 | out[3] | 0.05
after CTS | in2 | out[5] | 0.11
==> through the flow <==
step | total power [W] | instances | util, % | area (sq um) | TNS, ns
2_1_floorplan | 0.0000210 | 24 | - | 215 | 0
3_3_place_gp | 0.0000428 | 81 | 11.2 | 383 | -5.04
3_5_place_dp | 0.0000441 | 81 | 11.2 | 383 | -5.27
4_1_cts | 0.0000511 | 81 | 12.2 | 417 | 0
5_1_grt | 0.0000562 | 81 | 12.2 | 417 | 0
6_report | 0.0000507 | 81 | 12.2 | 417 | 0
==> layer usage <==
layer,GRT usage (%),up-vias
met5,0,-
met4,0,0
met3,1.36,0
met2,1.69,11
met1,2.33,58
li1,-,86
Power and IR drop assume default switching activity.
