[flow/constraint.sdc]
current_design Running_light

set clk_period 3.6
set clk_io_pct 0.2

create_clock -name clk0 -period $clk_period [get_ports {sys_clk}]

set non_clock_inputs [all_inputs -no_clocks]
set_input_delay [expr $clk_period * $clk_io_pct] -clock clk0 $non_clock_inputs
set_output_delay [expr $clk_period * $clk_io_pct] -clock clk0 [all_outputs]
[flow/run.sh]
#!/bin/bash
# OpenROAD 26Q1-2900-gdf79404cd8, Yosys 0.63+post, stock flow scripts
make -C /OpenROAD-flow-scripts/flow DESIGN_CONFIG=/design/flow/config.mk WORK_HOME=/design/flow/orfs finish
[flow/design.v]
module Running_light(
    input sys_clk,       
    input sys_rst_n,     
    output reg [3:0] LED
);
parameter NUM= 24999999; 
reg [24:0] counter;            
always @(posedge sys_clk or negedge sys_rst_n) begin
    if (!sys_rst_n)   
        counter <= 25'd0;       
    else if (counter == NUM)   
        counter <= 25'd0;       
    else
        counter <= counter + 25'd1; 
end
always @(posedge sys_clk or negedge sys_rst_n) begin
    if (!sys_rst_n)   
        LED <= 4'b1110;            
    else if (counter >= NUM)           
        LED <= {LED[2:0], LED[3]};  
    else
        LED<= LED;  
end
endmodule
[flow/config.mk]
export PLATFORM = sky130hd
export DESIGN_NAME = Running_light
export DESIGN_NICKNAME = Running_light
export VERILOG_FILES = /design/flow/design.v
export SDC_FILE = /design/flow/constraint.sdc
export NUM_CORES = 4
export LEC_CHECK = 1
export CORE_AREA = 10 10 97 97
export DIE_AREA = 0 0 107 107
==> results.json <==
{
  "cts_buffers": 5,
  "critPathMaxFanout": 3,
  "io_pins": 6,
  "area_growth_pct": 18.28,
  "ir_drop_mv": 0.1447,
  "post_cts_buffers": 0,
  "synth.distinct_cells": 31,
  "skew_ps": 12.82,
  "grt_pass1_wl_um": 4422,
  "fp_util_pct": 19.72,
  "crit_arrival_ps": 1300,
  "max_slew.worst_pin.slew_ps": 600.0,
  "drive_gt1_share_pct": 18.71,
  "drtIter0Drc": 25,
  "gp_congestion": 0.7726,
  "yosys.area_share.simple_pct": 26.89,
  "top_area_cell": "dfrtp_1",
  "ant_nets": 0,
  "ys_warn_count": 1,
  "final.setup.tns_ps": 0,
  "mux_share_pct": 3.133,
  "grt_pass1_vias": 957,
  "synth_flops": 29,
  "fmax_mhz": 495.0,
  "clock.latency.late_pin_ps": 280,
  "die_h_um": 107,
  "cts_root_buf": "clkbuf_8",
  "path_buffers": 1,
  "grt_use_total_pct": 4.593,
  "maxCapViolCount": 0,
  "topCellsByArea": "dfrtp_1 45%, xor2_1 8.5%, dfstp_2 5.5%, xnor2_1 4.9%, nor2_1 4.4%",
  "ys_seq_share_pct": 50.74,
  "max_stage_delay_ps": 540,
  "crit_slowest_cell": "dfstp_2",
  "hold_path_depth": 1,
  "worst_setup_path_end_kind": "output port",
  "row_count": 31,
  "core_sq_mm": 0.007292,
  "swShare_pct": 18.71,
  "cts.htree.levels": 2,
  "critical-path-top-delay-family": "flip-flops",
  "r2r_slack_ps": 1620,
  "netlist_area_sq_mm": 0.001438,
  "antenna_found_initial": 0,
  "critPathLaunchType": "register",
  "fin_ws_ps": 1580,
  "grt_overflow": 0,
  "instances_no_fill": 238,
  "syn_area_per_cell_sq_um": 11.23,
  "combinationalPowerShare_pct": 1.2,
  "path_clk_slew_ps": 70,
  "p_leak_nw": 0.7594,
  "p_int_uw": 532.7,
  "drc": 0,
  "grt_max_degree": 30,
  "synth.cellmix.compoundShare_pct": 2.611,
  "ys_area_sq_mm": 0.001438,
  "p_per_area_mw_per_mm2": 385.4,
  "clock_path_buffers": 2,
  "maxSlewViolCount": 0,
  "r2r_start": "counter[12]",
  "ys_cells": 128,
  "netlist_instances": 128,
  "synthAdderAreaFrac_pct": 0.8703,
  "netSwitchingPower_uw": 122.6,
  "hold_path.class": "reg2reg",
  "clkPwrFrac_pct": 49.0,
  "vias": 938,
  "r2r_cells": 5,
  "routed_wl_um": 2518,
  "slew_headroom_pct": 60.00,
  "reg2reg_to": "counter[18]",
  "setup_viol": 0,
  "cts_tree": "built",
  "insertedDiodeCount": 0,
  "topCombFamilyByArea": "simple AND/OR/NAND/NOR gates",
  "warnings": 25,
  "rsz0062_at_grt": "false",
  "post-place-ws_ps": 1620,
  "post-route-period-util_pct": 56.12,
  "routed_via_density": 3.941,
  "layout_min_cycle_time_ps": 2020,
  "ys_sh_xor_pct": 13.40,
  "status": "finished clean",
  "cts.sinks": 29,
  "port_buffers": 5,
  "hold_violations": 0,
  "power_frac_seq_pct": 49.8,
  "die-area_sq_mm": 0.01145,
  "critical_path_cell_count": 1,
  "crit_end": "LED[2]",
  "die_x_um": 107,
  "top_area_share_pct": 45.26,
  "path_cells": "clkdlybuf4s50_1",
  "crit_type": "reg2out",
  "dp.cells": 230,
  "layout_top_cells": "26 x dfrtp_1, 17 x nor2_1, 14 x xor2_1",
  "cts-resized-gates": 0,
  "drtPass1Iterations": 4,
  "postCtsHoldBufs": 0,
  "hpwl_um": 1681,
  "wl_per_cell_um": 10.58,
  "crit_start": "LED[2]",
  "lay_top_count": "dfrtp_1",
  "cp_data_required_time_ps": 2880
}
[area by class of cell]
cell class / instances / area [sq um]
Timing Repair Buffer: 6 / 57.56
Fill cell: 805 / 5592
Tap cell: 99 / 123.9
Clock buffer: 6 / 72.57
Clock inverter: 2 / 35.03
Multi-Input combinational cell: 94 / 674.4
Sequential cell: 29 / 729.5
Inverter: 2 / 7.507
[worst min-delay path by stage]
stage,startpoint,end
after CTS,counter[0],counter[0]
after global routing,counter[0],counter[0]
final,counter[0],counter[0]
[kinds of logic after synthesis]
| kind of cell | count (synthesis) |
|---|---|
| buffers and inverters | 5 |
| xor gates and xnor gates | 22 |
| DFF | 29 |
| AOI/OAI and AO/OA | 6 |
| muxes | 4 |
| adders and majority gates | 1 |
| and+or+nand+nor | 61 |
[routing by layer]
| metal | up-vias | part of all wire [%] | global-route usage (%) | routed length (um) |
|---|---|---|---|---|
| met4 | 0 | 2.8 | 1.354 | 70 |
| met5 | - | 0 | 0 | 0 |
| li1 | 463 | - | - | - |
| met1 | 458 | 50 | 6.421 | 1266 |
| met2 | 13 | 44 | 6.409 | 1101 |
| met3 | 4 | 3.1 | 1.819 | 79 |
[power by group through the flow]
stage         clock, mW  combinational (mW)  sequential [mW]
CTS               0.332             0.00872            0.326
global route      0.350             0.00976            0.326
finish            0.321             0.00795            0.326
[stage by stage]
| stage | utilization (%) | total power, mW | area (sq um) | hold slack (ps) |
|---|---|---|---|---|
| detailed placement | 21.84 | 0.3407 | 1593 | 475.9 |
| finish | 23.32 | 0.6553 | 1700 | 481.6 |
| global route | 23.32 | 0.6851 | 1700 | 506.4 |
| CTS | 23.32 | 0.6673 | 1700 | 488.3 |
| floorplan | - | 0.3320 | 1438 | 424.4 |
| global placement | 21.84 | 0.3404 | 1593 | 469.8 |
[cell usage after synthesis]
master / instances
and4bb_2: 1
nor3_4: 1
a21oi_1: 1
nor4_4: 2
nand3_2: 4
inv_1: 2
nand3_1: 3
and2_1: 2
nor2b_1: 1
a31oi_1: 2
nor3_1: 2
or3b_1: 1
or3_1: 1
nand4_1: 8
mux2_2: 4
nand2_1: 8
ha_1: 1
buf_4: 2
buf_6: 1
dfrtp_1: 26
dfstp_2: 3
xnor2_1: 8
a21oi_2: 1
or2_2: 1
xor2_1: 14
and4_1: 2
nor2_1: 17
o22ai_1: 1
and3_1: 6
o21ai_0: 1
nor2_4: 1
[registers in the layout, indices dropped and copies added (netlist names)]
name	count
LED	4
counter	25
No activity file was given, so power comes from the tool's default toggle rates.
