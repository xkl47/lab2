**flow/design.v**
```verilog
module latch_c(
input wire in1,
input wire in2,
input wire in3,
output reg[7:0] out
);
always @(*) 
    if ({in1,in2,in3}==3'b000)
    out=8'b0000_0001; 
    else if({in1,in2,in3}==3'b001)
    out=8'b0000_0010;
    else if({in1,in2,in3}==3'b010)
    out=8'b0000_0100;
    else if({in1,in2,in3}==3'b011)
    out=8'b0000_1000;
    else if({in1,in2,in3}==3'b100)
    out=8'b0001_0000;
    else if({in1,in2,in3}==3'b101)
    out=8'b0010_0000;
    else if({in1,in2,in3}==3'b110)
    out=8'b0100_0000;
    else if({in1,in2,in3}==3'b111)
    out=8'b1000_0000;
    else 
    out=out;
endmodule
```
**flow/run.sh**
```bash
#!/bin/bash
# OpenROAD 26Q1-2900-gdf79404cd8, Yosys 0.63+post, stock flow scripts
make -C /OpenROAD-flow-scripts/flow DESIGN_CONFIG=/design/flow/config.mk WORK_HOME=/design/flow/orfs finish
```
**flow/config.mk**
```make
export PLATFORM = sky130hd
export DESIGN_NAME = latch_c
export DESIGN_NICKNAME = latch_c
export VERILOG_FILES = /design/flow/design.v
export SDC_FILE = /design/flow/constraint.sdc
export NUM_CORES = 4
export LEC_CHECK = 1
export CORE_AREA = 10 10 70 70
export DIE_AREA = 0 0 80 80
```
**flow/constraint.sdc**
```tcl
current_design latch_c

set clk_period 1.6
set clk_io_pct 0.2

create_clock -name clk0 -period $clk_period

set non_clock_inputs [all_inputs -no_clocks]
set_input_delay [expr $clk_period * $clk_io_pct] -clock clk0 $non_clock_inputs
set_output_delay [expr $clk_period * $clk_io_pct] -clock clk0 [all_outputs]
```
==> flow_metrics.tcl <==
# place-and-route summary
set metrics [dict create \
    grt_pass1_vias 186 \
    period_used_share 0.9281 \
    fp.dieW_um 80 \
    pwr_density_cell_nw_per_um2 121.8 \
    yosysTopAreaCellShare 0.6358 \
    start_kind "input pin" \
    critPathCaptureType "output pin" \
    synth.distinct_cells 6 \
    chipArea_um2 6400 \
    grt_max_degree 9 \
    p_leak_nw 0.2072 \
    ys_cells 17 \
    yosys.area.top_type "dlxtn_1" \
    path_cells "buf_8, and3b_2, dlxtn_1, dlygate4sd2_1" \
    viasPerCell 1.914 \
    synth-edff-count 0 \
    final_util 0.1220 \
    ys.warnings.count 1 \
    num_antenna_cells 0 \
    synthCells 17 \
    fill_cells 403 \
    unconstrained_endpoints 8 \
    fmax_mhz 673.4 \
    max-cap-violations 0 \
    critical_path_required_ns 1.28 \
    synth-adder-area-share 0 \
    syn_avg_cell_area_um2 11.11 \
    wire_per_inst_um 6.185 \
    core_area_um2 3416 \
    total_power_uw 50.75 \
    setup.worst_path.class "in2out" \
    hold_viol_final 0 \
    drt-initial-drc-count 2 \
    wl_um 501 \
    async_flop_share 0 \
    xor_share 0 \
    ys_sh_aoi 0 \
    rsz0062_at_grt "no" \
    globalRouteTotalUtil 0.01574 \
    finalSetupViolCount 0 \
    pin_count 11 \
    antenna_found_initial 0 \
    slowest_stage "dlxtn_1" \
    startpoint "in2" \
    netlist_top_cells_count "8 x dlxtn_1, 3 x and3b_2, 3 x nor3b_1" \
    period_minus_slack_ns 1.485 \
    drc_errors 0 \
    syn_area_um2 188.9 \
    fp_util 0.05531 \
    first_pass_iters 2 \
    endpoint "out[5]" \
    dp_slack_ns -0.6942 \
    outcome "complete, no violations" \
    synthTopLogicFamily "simple AND/OR/NAND/NOR gates" \
    grt_first_pass_wirelength_um 862 \
    drive_above_1_share 0.3143 \
    io_buffers 11 \
    warning_count 32 \
    die_h_um 80 \
    gp_congestion 0.6944 \
    cp_top_family "latches" \
    overflow 0 \
    ys_sh_mux 0 \
    row_count 21 \
    unclocked_regs 8 \
    ys_ff 8 \
    yosys.area_share.simple 0.3444 \
    ys_area_um2 188.9 \
    setup_slack_ns 0.1150 \
    drtAntennaViolNets 0 \
    worst_path_largest_cell_delay_ns 0.32 \
    path_max_fanout 8 \
    ff_type "dlxtn_1" \
    path_buffers 2 \
    arrival_ns 1.17 \
    area_delta_synth_final_pct 120.5 \
    cts_setup_buffers 0 \
    vias 155 \
    holdBufCountCts 0 \
    largest_reg_flops 8 \
    yosysMostFrequentCell "dlxtn_1" \
    finalMaxSlewViolations 0 \
    irDropWorstVdd_v 0.00009495 \
    cts_resized 37 \
    ys_top_cells_by_area "dlxtn_1 64%, and3b_2 16%, nor3b_1 12%" \
    worst-path-stages 4 \
]
-- through the flow --
stage,std cells,TNS (ns),area [µm²]
3_3_place_gp,81,-5.039,382.9
3_5_place_dp,81,-5.267,382.9
2_1_floorplan,24,0,215.2
5_1_grt,81,0,416.7
6_report,81,0,416.7
4_1_cts,81,0,416.7
-- kinds of logic after synthesis --
group / count (synthesis)
other cells: 1
latches: 8
simple gates: 8
-- metal layers --
layer / global-route usage / part of all wire
met1: 0.02326 / 0.53
met2: 0.01685 / 0.22
met3: 0.01364 / 0.25
met4: 0 / 0
met5: 0 / 0
-- power breakdown --
group	total, mW	internal, mW	switching [mW]	leakage (nW)
sequential	0.0134	0.0126	0.000825	0.0619
combinational	0.0373	0.0233	0.0141	0.145
clock	0	0	0	0
-- cell type report --
| class | count | area [µm²] | share of cell area |
|---|---|---|---|
| Sequential cell | 8 | 120.1 | 0.2883 |
| Timing Repair Buffer | 11 | 120.1 | 0.2883 |
| Multi-Input combinational cell | 16 | 118.9 | 0.2853 |
| Tap cell | 46 | 57.56 | 0.1381 |
-- layout by cell type, fill, tap and decap left out --
cell type	instances
dlygate4sd2_1	8
conb_1	8
buf_12	1
and3_4	1
nor3_2	1
and3b_2	3
dlxtn_1	8
buf_8	2
nor3b_2	3
Power figures rest on the tool's default switching activity, not on a simulated workload.
